==> design.v <==
module ula
(
    input   wire        clock,
    output  reg  [3:0]  VGA_R,
    output  reg  [3:0]  VGA_G,
    output  reg  [3:0]  VGA_B,
    output  wire        HS,
    output  wire        VS,
    input   wire [ 7:0] port7ffd,
    output  reg  [12:0] vaddr,
    input   wire [ 7:0] vdata,
    input   wire [ 2:0] border,
    output  reg  [16:0] addrhi,
    input   wire [ 7:0] datahi,
    input   wire        sync50,          
    output  reg         irq
);
parameter hzv =  640, hzf =   16, hzs =   96, hzb =   48, hzw =  800,
          vtv =  480, vtf =   10, vts =    2, vtb =   33, vtw =  525;
assign HS = x  < (hzb + hzv + hzf);  
assign VS = y  < (vtb + vtv + vtf);  
reg  [9:0] x = 1'b0;
reg  [9:0] y = 1'b0;
wire [9:0]  X  = x - hzb;
wire [9:0]  Y  = y - vtb;
wire [7:0]  Xh = X[9:1] - 24;
wire [7:0]  Yh = Y[9:1] - 24;
reg [7:0]   current_char,
            current_attr,
            tmp_current_char;
wire current_bit = current_char[ ~Xh[2:0] ];
wire flashed_bit = (current_attr[7] & flash) ^ current_bit;
wire [ 2:0] src_color = flashed_bit ? current_attr[2:0] : current_attr[5:3];
wire [11:0] color = {
      src_color[1] ? (current_attr[6] ? 4'hF : 4'hC) : 4'h01,
      src_color[2] ? (current_attr[6] ? 4'hF : 4'hC) : 4'h01,
      src_color[0] ? (current_attr[6] ? 4'hF : 4'hC) : 4'h01
};
wire [11:0] bgcolor =
{
    border[1] ? 4'hC : 4'h1,
    border[2] ? 4'hC : 4'h1,
    border[0] ? 4'hC : 4'h1
};
reg         flash;
reg [23:0]  timer;
reg [18:0]  t50hz;
reg [ 7:0]  data8;
wire [15:0] v320addr = x[9:1] + y[9:1]*320;
initial     irq = 1'b0;
always @(posedge clock) begin
    if (timer == 24'd12500000) begin  
        timer <= 1'b0;
        flash <= flash ^ 1'b1;  
    end else begin
        timer <= timer + 1'b1;
    end
    t50hz <= t50hz == 499999 ? 0 : t50hz + 1;
    irq <= sync50 ? (t50hz > 480000) : VS;
end
always @(posedge clock) begin
    x <= x == (hzw - 1) ? 1'b0 : (x + 1'b1);
    if (x == (hzw - 1)) y <= y == (vtw - 1) ? 1'b0 : (y + 1'b1);
    case (X[3:0])
        4'b0000: vaddr <= {Yh[7:6], Yh[2:0], Yh[5:3], Xh[7:3]};
        4'b0001: tmp_current_char <= vdata;
        4'b0010: vaddr <= {3'b110, Yh[7:3], Xh[7:3]};
        4'b1111: begin
            current_char <= tmp_current_char;
            current_attr <= vdata;
        end
    endcase
    case (x[0])
        0: addrhi <= {port7ffd[3], v320addr};
        1: data8  <= datahi;
    endcase
    if (x >= hzb && x < hzb+hzv && y >= vtb && y < vtb+vtv) begin
        if (port7ffd[6]) begin
            {VGA_R, VGA_G, VGA_B} <= {
                  data8[7:5],1'b0,
                  data8[4:2],1'b0,
                  data8[1:0],2'b00
            };
        end
        else begin
            if (X >= 64 && X < (64 + 512) && Y >= 48 && Y < (48 + 384))
                 {VGA_R, VGA_G, VGA_B} <= color;
            else {VGA_R, VGA_G, VGA_B} <= bgcolor;
        end
    end else {VGA_R, VGA_G, VGA_B} <= 12'h000;
end
endmodule
==> run.sh <==
#!/bin/bash
# OpenROAD 26Q1-2900-gdf79404cd8, Yosys 0.63+post, stock flow scripts
make -C /OpenROAD-flow-scripts/flow DESIGN_CONFIG=/design/flow/config.mk WORK_HOME=/design/flow/orfs finish
==> config.mk <==
export PLATFORM = sky130hd
export DESIGN_NAME = ula
export DESIGN_NICKNAME = ula
export VERILOG_FILES = /design/flow/design.v
export SDC_FILE = /design/flow/constraint.sdc
export NUM_CORES = 4
export LEC_CHECK = 1
export CORE_UTILIZATION = 30
==> constraint.sdc <==
current_design ula

set clk_period 5.4
set clk_io_pct 0.2

create_clock -name clk0 -period $clk_period [get_ports {clock}]

set non_clock_inputs [all_inputs -no_clocks]
set_input_delay [expr $clk_period * $clk_io_pct] -clock clk0 $non_clock_inputs
set_output_delay [expr $clk_period * $clk_io_pct] -clock clk0 [all_outputs]
==> notes.md <==
Implementation numbers.

- The design draws 2.28 mW.
- The critical path capture point type is a flip-flop.
- The maximum clock skew at final layout is 0.0138 ns.
- Summing the sequential cell areas from Yosys gives 53.5% of the chip area.
- The final timing report lists a max-slew violation count of 0.
- Setup repair after global routing left no endpoint under its margin.
- For this block, the via count after detailed routing is 4334.
- Measured against its own limit, the worst slew margin works out to between 50 and 60%.
- In this run the maximum-capacitance check reported violations numbering 0.
- The effective utilization at floorplan is between 30% and 40%.
- The placed cell count is 919.
- The number of sinks handled by clock tree synthesis is 139.
- The data arrival time of the worst path is between 4 and 5 ns.
- Between the synthesized netlist and the finished layout, the area growth was recorded as 23.1%.
- The routed wire length is 12.1 mm.
- The shortest clock period the worst path allows after layout is 4.40 ns.
- The layout report lists the multi-input gate area as 2820 um^2.
- At the end of routability-driven placement, the weighted congestion stood at slightly above 0.8.
- The total cells reported by yosys after synthesis is 593.
- The initialized floorplan defines 53 standard-cell rows.
- The total tool warning count is 40.
- After global routing the overflow that remains totals 0.
- The port buffer count is roughly 67.
- The dominant cell type by count on the critical path is nor2_1.
- The final cell count without fillers is approximately 950.
- The share of async-settable or async-resettable flops after synthesis is 0%.
- The final worst-path setup slack is 1.00 ns.
- The number of global-route vias before repair is 3936.
- The hold path startpoint is tmp_current_char[0].
- The path class of the tightest hold or removal check is flip-flop to flip-flop.
- The power report puts the leakage power at between 2 and 3 nW.
- The most frequently used flop master after synthesis is edfxtp_1.
- The flow ran to the end, and the final reports show no timing, DRC or antenna violations.
- The slowest stage cell on the critical path is or4_1.
- In the CTS report, the clock slew at the register clock pins of the worst setup and hold paths is listed as 0.07 ns.
- Hold-check failures listed in the final report amount to 0.
- The number of enable flip-flop cells is 73.
- The average wire per standard cell is 12.8 um.
- Per the skew report, the later register of the worst-skew pair sees a clock latency of 0.42 ns.
- The hold buffer count at cts is 0.
- For this run, the detailed router's first-pass iteration total came to 4.
- The required arrival time at the worst endpoint is 5.70 ns.
- The first global-routing pass estimated approximately 20 mm of wire.
- The post-detailed-route count of antenna-violating nets is 0.
- The synthesis warning total is 1.
- Synthesis produced a little under 600 cells.
- The die width is 150 um.
- The slew of the pin with the lowest slew margin is 0.734 ns.
- After floorplanning, the core was sized to cover around 21000 um^2.
- The overall track demand over capacity in global routing is between 10% and 20%.
- By instance count, the leading cell after synthesis is edfxtp_1.
- The library cell with the largest summed area after synthesis is edfxtp_1.
- In this run the VDD rail shows a maximum IR drop of ~0.00018 V.
- The post-CTS repair timing setup buffer count is 0.
- Per the layout area report, the register area comes to 3510 um^2.
- The worst setup timing slack at the placement stage is 1.03 ns.
- In the post-synthesis netlist, the biggest area contributors are edfxtp_1, dfxtp_1, ha_1, xnor2_1, xor2_1.
- The number of distinct standard cells referenced by the synthesized netlist is 67.
- The number of gates resized after CTS was 0.
- The area of the mapped netlist is 6570 um^2.
- Pin placement for this block handled 74 I/O pins.
- Per the OpenROAD floorplan log, the height of the die is 150 um.
- Cells fill 38.1% of the core in the end.
- The H-tree was split into 4 levels.
- The flip-flop and latch count after synthesis is 139.
- The first routing iteration left between 200 and 300 violations.
- The total clock buffers created by CTS is 17.
- Tracing the worst setup path back leads to its startpoint at y[2].
- The clock tree buffer depth is 2.
- The count of antenna diodes in the layout is 0.
- Per the final layout report, the fraction of cells sized above drive strength 1 comes to 7.69%.
- Once detailed placement completed, the half-perimeter wirelength came to 8.62 mm.
- The share of the clock period used by the worst path after layout is 81.5%.
- Max fanout on the critical path was recorded as 13.
- The highest clock rate this design can be run at is ~230 MHz.
- Per STA, the worst path is made up of or4_1 -> nor2_1 -> nor2_1 -> nor2_1 -> ha_1 -> or4bb_1 -> or4_1 -> o211ai_1 -> a31oi_1 -> o311ai_4 -> mux2i_1 -> o21ai_1.
- The report lists the power per cell area as 282 nW/um^2.
- The initial antenna violation count is 0.
- The proportion of netlist area held by the largest area contributor is 33.4%.
- The worst setup path is launched from a flip-flop.
- The chip area from the yosys synthesis statistics is 6570 um^2.
- Entering global routing, the biggest net connects 20 pins.
- By count the netlist is led by edfxtp_1, dfxtp_1, nor2_1, xnor2_1, nand2_1.
- A synthesized cell averages roughly 11 um^2.
- The setup total negative slack is 0 ns.
- After detailed routing, the number of remaining DRC violations is 0.
- TritonCTS built the clock tree.
- Looking at the setup timing report, the critical path kind is flip-flop to flip-flop.
- The launch point of the worst register-to-register path is recorded as y[2].
- The number of vias per cell is 4.56.
- In the final layout, the fill cell count is 2054.
- The cell at the root of the clock tree is clkbuf_16.
- The largest single stage delay on the critical path is 0.71 ns.
- The final count of negative-setup-slack endpoints is 0.
- The total die area is roughly 22000 um^2.
-- cells by family after synthesis --
kind of cell / after synthesis / share of synthesized area, %
AND-OR/OR-AND: 73 / 7.54
buffers and inverters: 52 / 3.66
multiplexers: 14 / 2.61
adder cells (fa/ha/maj): 33 / 6.51
AND/OR/NAND/NOR: 205 / 15.9
flip-flops: 139 / 53.5
XOR/XNOR: 77 / 10.3
-- cell type report --
class | instances | share of cell area, %
clock inverters | 15 | 2.04
clock buffers | 17 | 5.26
flip-flops and latches | 139 | 43.5
inverters | 32 | 1.49
repair buffers | 71 | 8.67
well taps | 275 | 4.26
multi-input cells | 402 | 34.8
-- flip-flops by register name, summed over array words and instances, names as in the netlist --
signal            cells
x                    10
VGA_B                 4
data8                 8
VGA_R                 4
timer                24
flash                 1
t50hz                19
vaddr                13
tmp_current_char      8
current_attr          8
addrhi               17
irq                   1
y                    10
current_char          8
VGA_G                 4
-- worst max-delay path: cells and delay by family (launching register included) --
family	cells	cell delay [ns]
adders and majority gates	1	0.34
AOI/OAI and AO/OA	4	0.87
and+or+nand+nor	6	2.18
muxes	1	0.31
DFF	1	0.58
-- metrics by stage --
step                cell area [um^2]  hold slack, ns
floorplan                       6570           0.400
global placement                7490           0.402
detailed placement              7490           0.405
CTS                             8080           0.421
global route                    8080           0.426
finish                          8080           0.420
-- layout by cell type, fill, tap and decap left out, drive strengths merged, types with 3 or more instances in the layout --
cell            n
o21ai          27
dfxtp          66
edfxtp         73
nor4b           3
inv            43
nor4            3
nor3           17
clkdlybuf4s50  67
xnor2          44
nor2b           6
o21a            4
nor2           60
a21o            3
nor3b           3
nand3          19
mux2i          10
or3             7
nand4          17
a21oi          15
and4            3
a211oi          3
and3            7
xor2           33
clkbuf         17
nand2          43
ha             31
a31oi           3
o21bai          4
and2            4
buf             4
-- per-layer routing --
metal	track usage, %	vias up	wire length (um)
met5	0	-	0
met4	1.72	0	191
met3	2.33	15	568
met2	17.2	101	5350
met1	18.0	1979	6030
li1	-	2239	-
-- worst paths after layout --
path / end / slack [ns] / cells past startpoint
hold / removal: current_char[0] / 0.42 / 0
setup / recovery: VGA_R[2] / 1.0 / 12
hold reg to reg: current_char[0] / 0.42 / 0
setup reg to reg: VGA_R[2] / 1.0 / 12
-- power breakdown --
group | switching [mW] | total [mW] | internal (mW)
clock network | 0.501 | 1.16 | 0.659
registers | 0.000234 | 1.10 | 1.10
logic | 0.00449 | 0.0193 | 0.0148
Power figures rest on the tool's default switching activity, not on a simulated workload.
